**flow/run.sh**
```bash
#!/bin/bash
# OpenROAD 26Q1-2900-gdf79404cd8, Yosys 0.63+post, stock flow scripts
make -C /OpenROAD-flow-scripts/flow DESIGN_CONFIG=/design/flow/config.mk WORK_HOME=/design/flow/orfs finish
```
**flow/config.mk**
```make
export PLATFORM = sky130hd
export DESIGN_NAME = data_input
export DESIGN_NICKNAME = data_input
export VERILOG_FILES = /design/flow/design.v
export SDC_FILE = /design/flow/constraint.sdc
export NUM_CORES = 4
export LEC_CHECK = 1
export CORE_UTILIZATION = 40
```
**flow/constraint.sdc**
```tcl
current_design data_input

set clk_period 19.9
set clk_io_pct 0.2

create_clock -name clk0 -period $clk_period [get_ports {clk}]
create_clock -name clk1 -period $clk_period [get_ports {ready}]
create_clock -name clk2 -period $clk_period [get_ports {rpi_clk}]

set non_clock_inputs [all_inputs -no_clocks]
set_input_delay [expr $clk_period * $clk_io_pct] -clock clk0 $non_clock_inputs
set_output_delay [expr $clk_period * $clk_io_pct] -clock clk0 [all_outputs]
```
**flow/design.v**
```verilog
module data_input(
	input clk,
	input rpi_clk,
	input serial,
	input enable,
	input ready,
	output reg rpi_interrupt,
	output reg [15:0] data,
	output reg [9:0] debug
	);
	reg [5:0] reg_selector;
	reg [5:0] curr_reg;
	reg [4:0] counter;
	reg state;
	reg [15:0] data_regs [63:0];
	reg [5:0] sub;
	always@(posedge clk)
	begin
		debug[6] = ~debug[6];
		sub = reg_selector - curr_reg;
		if (sub < 32)
		begin
			debug[2] = ~debug[2];
			rpi_interrupt = 1;
		end
		else
		begin
			debug[3] = ~debug[3];
			rpi_interrupt = 0;
		end
	end
	always@(posedge rpi_clk)
	begin
		debug[5] = ~debug[5];
		data_regs[reg_selector][counter] = serial;
		counter = counter + 1;
		if (counter > 15)
		begin
			counter = 0;
			if (sub + 1 > 0) begin
				reg_selector = reg_selector + 1;
				debug[0] = ~debug[0];
			end
		end
	end
	always@(posedge ready)
	begin
		debug[4] = ~debug[4];
		data = data_regs[curr_reg];
		if (reg_selector - curr_reg > 0) curr_reg = curr_reg + 1; begin
			debug[1] = ~debug[1];
		end
	end
endmodule
```
==> flow_summary.json <==
{
  "dpl_cell_area_um2": 47800,
  "drt_iter0_drc": 2045,
  "crit_family": "simple AND/OR/NAND/NOR gates",
  "yosys_cells": 3202,
  "run_status": "completed",
  "drtAntennaViolNets": 0,
  "drcViolationCount": 0,
  "tightest_slew_ns": 0.931,
  "cts_sinks": 1065,
  "cts_resized": 0,
  "core-area_um2": 113000,
  "track_usage_pct": 23.4,
  "avgSynthCellArea_um2": 14.3,
  "overflow": 0,
  "via_per_inst": 5.57,
  "fin_setup_tns_ns": 0,
  "routabilityCongestion": 0.907,
  "synthToLayoutAreaGrowth_pct": 12.2,
  "die_x_um": 340,
  "skew_ns": 0.0286,
  "vias": 26700,
  "rsz0062_at_grt": "no",
  "grt_first_pass_wirelength_mm": 179,
  "drv_slew": 0,
  "crit_slowest_cell": "nor2_4",
  "hold_viol_final": 0,
  "drive_gt1_share_pct": 16.8,
  "cp.required_ns": 20.32,
  "cp_cell_sequence": "clkdlybuf4s50_1, nand3_1, nor2_4, buf_4",
  "maxCapViolations": 0,
  "hold_path.class": "register to register",
  "cts.clk_slew.worst_paths_ns": 0.06,
  "antenna_cells_inserted": 0,
  "wl_per_cell_um": 25.3,
  "power.total_mw": 5.70,
  "slew-limit-headroom_pct": 37.8,
  "syn_area_um2": 45700,
  "die_h_um": 340,
  "grt_max_degree": 89,
  "postCtsSetupRepairBufs": 0,
  "port_buffers": 25,
  "fin_hold_ws_ns": 0.374,
  "peakVddDrop_uv": 98.8,
  "fp-row-count": 123,
  "grt_pass1_vias": 27800,
  "instances_no_fill": 4797,
  "fp-utilization_pct": 40.5,
  "largest_reg_flops": 1024,
  "synth_flops": 1065,
  "setup_viol": 0,
  "finalWirelength_mm": 121,
  "synth_cell_types": 47,
  "seq_area_frac_synth_pct": 69.5,
  "yosys_warnings": 4,
  "edf_count": 1039,
  "cp-start-kind": "primary input",
  "cp.arrival_ns": 6.30,
  "dp.cells": 4599,
  "cp_slowest_stage_delay_ns": 0.77,
  "die_area_um2": 115000,
  "cts_tree": "done",
  "io_pins": 32,
  "ys_area_um2": 45700,
  "yosys_most_used_dff": "edfxtp_1",
  "antenna_found_initial": 3,
  "drtPass1Iterations": 5,
  "powerDensity_nw_per_um2": 111,
  "synth_cells": 3202,
  "async_flop_share_pct": 0,
  "crit_buf_inv": 2,
  "p_leak_nw": 15.3,
  "timing_worst_setup_path_type": "primary input to register",
  "place_hpwl_mm": 68.7,
  "ctsHoldBuffers": 0,
  "warnings": 32,
  "stdcell_area_um2": 51200,
  "cp_max_fo": 33,
  "endpoint_kind": "register"
}
cell type report:
cell class	count	area, um^2
repair buffers	164	1320
multi-input cells	1844	12800
inverters	26	97.6
clock inverters	59	529
well taps	1500	1880
clock buffers	139	2930
flip-flops and latches	1065	31700
fillers	9679	61600
metrics by stage:
step | setup slack (ns) | utilization [%]
2_1_floorplan | 13.76 | -
3_3_place_gp | 13.39 | 42.4
3_5_place_dp | 13.36 | 42.4
4_1_cts | 14.06 | 45.4
5_1_grt | 13.84 | 45.4
6_report | 14.02 | 45.4
Yosys cell counts (5+ instances only):
| cell type | instances | area, um^2 |
|---|---|---|
| a22o_1 | 6 | 52.6 |
| ha_1 | 14 | 175 |
| buf_6 | 17 | 191 |
| buf_4 | 13 | 97.6 |
| mux2i_1 | 81 | 811 |
| a22oi_1 | 49 | 368 |
| inv_1 | 23 | 86.3 |
| o32ai_1 | 7 | 61.3 |
| nor3_1 | 9 | 45.0 |
| o221ai_1 | 20 | 175 |
| a31oi_1 | 6 | 37.5 |
| nand2b_1 | 7 | 43.8 |
| a21oi_1 | 22 | 110 |
| mux4_2 | 228 | 5130 |
| nand2_1 | 199 | 747 |
| o21ai_0 | 25 | 125 |
| xnor2_1 | 6 | 52.6 |
| nor2_1 | 1065 | 4000 |
| buf_2 | 15 | 75.1 |
| dfxtp_1 | 26 | 521 |
| nand3_1 | 41 | 205 |
| buf_1 | 9 | 33.8 |
| and3_1 | 5 | 31.3 |
| xor2_1 | 6 | 52.6 |
| edfxtp_1 | 1039 | 31200 |
| clkbuf_1 | 213 | 800 |
| a221oi_1 | 19 | 166 |
metal layers:
metal	GRT usage (%)	wire (um)	vias to the layer above
met4	6.63	4550	6
met5	0.449	40	-
li1	-	-	11700
met3	14.5	18100	236
met2	35.0	57600	1448
met1	29.6	41200	13300
worst paths after layout:
| check | end | depth (start not counted) | slack (ns) | startpoint |
|---|---|---|---|---|
| max in group clk1 | data[0] | 7 | 15.89 | curr_reg[0] |
| max in group clk0 | debug[0] | 1 | 14.43 | debug[0] |
| min in group clk1 | debug[1] | 1 | 0.38 | debug[1] |
| max | data_regs[34][14] | 4 | 14.02 | serial |
| min in group clk0 | debug[6] | 1 | 0.38 | debug[6] |
| max reg2reg | data[0] | 7 | 15.89 | curr_reg[0] |
| min reg2reg | debug[5] | 1 | 0.37 | debug[5] |
| min | debug[5] | 1 | 0.37 | debug[5] |
power by group:
group | switching (mW) | internal (mW) | leakage [nW] | total [mW]
registers | 0.0132 | 2.46 | 9.86 | 2.48
clock network | 0.852 | 1.14 | 1.69 | 1.99
logic | 0.831 | 0.394 | 3.78 | 1.22
cells in the final DEF, fill, tap and decap left out, types with 6 or more instances in the layout:
cell type	n
dfxtp_1	26
clkinv_2	19
a21oi_1	22
xnor2_1	6
bufinv_16	8
edfxtp_1	1039
o21ai_0	25
o32ai_1	7
a221oi_1	19
clkbuf_1	26
buf_4	137
nand3_1	38
clkinv_1	27
xor2_1	6
nor3_1	9
a31oi_1	6
nand2_1	186
nand2_2	13
ha_1	14
nor2_1	1049
mux4_2	228
a22o_1	6
nand2b_1	7
nor2_4	16
mux2i_1	81
inv_1	23
clkbuf_16	113
a22oi_1	49
clkdlybuf4s50_1	25
o221ai_1	20
kinds of logic after synthesis:
family	count (synthesis)	share of synthesized area (%)
simple gates	1342	11.4
flops	1065	69.5
mux	309	13.0
buf+inv	296	2.94
compound gates	162	2.53
fa+ha+maj	15	0.428
xor+xnor	12	0.230
other cells	1	0.00821
Power figures rest on the tool's default switching activity, not on a simulated workload.
