## design/flow/run.sh

```bash
#!/bin/bash
# OpenROAD 26Q1-2900-gdf79404cd8, Yosys 0.63+post, stock flow scripts
make -C /OpenROAD-flow-scripts/flow DESIGN_CONFIG=/design/flow/config.mk WORK_HOME=/design/flow/orfs finish
```

## design/flow/config.mk

```make
export PLATFORM = sky130hd
export DESIGN_NAME = data_input_alternate
export DESIGN_NICKNAME = data_input_alternate
export VERILOG_FILES = /design/flow/design.v
export SDC_FILE = /design/flow/constraint.sdc
export NUM_CORES = 4
export LEC_CHECK = 1
export CORE_UTILIZATION = 50
```

## design/flow/constraint.sdc

```tcl
current_design data_input_alternate

set clk_period 4.0
set clk_io_pct 0.2

create_clock -name clk0 -period $clk_period [get_ports {clk}]
create_clock -name clk1 -period $clk_period [get_ports {ready}]
create_clock -name clk2 -period $clk_period [get_ports {rpi_clk}]

set non_clock_inputs [all_inputs -no_clocks]
set_input_delay [expr $clk_period * $clk_io_pct] -clock clk0 $non_clock_inputs
set_output_delay [expr $clk_period * $clk_io_pct] -clock clk0 [all_outputs]
```

## design/flow/design.v

```verilog
module data_input_alternate(
	input clk,  
	input rpi_clk,  
	input serial,  
	input enable,  
	input ready,  
	output reg rpi_interrupt,  
	output wire [15:0] data,  
	output wire [9:0] debug
	);
	reg signed [15:0] buffer [63:0];
	reg signed [15:0] outputBuffer;
	assign data = outputBuffer;
	reg [5:0] readLocation;
	assign debug[0] = rpi_interrupt;
	reg [5:0] writeLocation;
	reg [3:0] serialBit;
	initial begin
		serialBit = 4'd0;
		readLocation = 4'd0;
		writeLocation = 4'd32;
	end
	always @(posedge rpi_clk) begin
			buffer[writeLocation][serialBit] = serial;
			serialBit = serialBit + 1;
			if (serialBit >= 15)
				if (writeLocation != readLocation - 1) 
					writeLocation = writeLocation + 1;
	end
	always @(posedge ready) begin
		if (writeLocation != readLocation + 1) begin
			readLocation = readLocation + 1;
		end
		outputBuffer = buffer[readLocation];
	end
	always @(posedge clk) begin
		if (writeLocation - readLocation < 32)
		begin
			rpi_interrupt = 1;
		end
		else
		begin
			rpi_interrupt = 0;
		end
	end
endmodule
```

==> job_summary.md <==
## Synthesis and layout report

| Metric | Value |
|---|---|
| Setup violators final | 0 |
| R2R setup slack | approximately 0.19 ns |
| Crit end category | flop |
| ANT cells | 0 |
| Worst r2r src | writeLocation[0] |
| Clock Skew | 0.0213 ns |
| Tot GR Track Use | 0.314 |
| Max-slew violations | 0 |
| Top cells excl fill/tap | nor2_1 (1038), edfxtp_1 (1030), nand2_1 (842) |
| Netlist cell types | ~46 |
| Setup_tns | 0 ns |
| Drt pass-1 iters | 5 |
| GRT Residual Overflow | 0 |
| Hold-fix buffers, CTS | 0 |
| Initial drt markers | 2336 |
| Initial antenna violation count | 0 |
| Final Hold Fails | 0 |
| Status | finished, final reports clean |
| Die height | 305 um |
| CP Launch Type | flop |
| Placer Congestion | 0.878 |
| Post-synth EDFFs | 1030 |
| VDD IR max | roughly 0.34 mV |
| Hold WS | 0.563 ns |
| Yosys Instances | 4149 |
| Yosys synthesis chip area | 45900 sq um |
| Yosys reg bits | 1057 |
| Worst Reg2Reg Path Length in Cells | 14 |
| DR DRC count | 0 |
| Worst Hold Path Cells | 2 |
| Asr flop ratio synth | 0 |
| Leak | 12.4 nW |
| Tool warnings | 34 |
| Routed WL per cell | 24.4 um |
| Post-synthesis cell area | 45900 sq um |
| Placed insts | 5175 |
| WS Path Type | reg -> reg |
| Max-slew headroom | 0.380 |
| PD cells | ~420 nW/um^2 |
| Fin cells | 5387 |
| Die W | 305 um |
| Fillers | 7416 |
| Hold Path Origin | readLocation[1] |
| Most common flop cell mapped by yosys | edfxtp_1 |
| Slew at the pin with the worst max-slew slack | about 0.93 ns |
| Pin count of the biggest net entering global routing | between 70 and 80 |
| Vias | 31400 |
| Reg area | 31500 sq um |
| Port Buffer Count | 19 |
| Number of global-route vias before repair | 30500 |
| Routed Antenna Nets | 0 |
| Post-Route WL | 132000 um |
| CTS tree | built |
| Syn Area/Cell | 11.1 sq um |
| Core area | between 90000 and 100000 sq um |
| Global-route wire length before repair | 193000 um |
| Cells after Synth | just over 4000 |
| Worst hold path type | reg -> reg |
| Area delta synth->final | 13.2% |
| Comb area | 13200 sq um |
| Row Count | 110 |
| Unrepaired setup endpoints after global routing | false |
| Detailed placer's ending HPWL | 71100 um |
| Top cell excl fill/tap | nor2_1 |
| Worst EP required | 4.17 ns |
| Clock slew at reported path FFs | 0.07 ns |
| DR vias/cell | 5.84 |
| R2r endpoint | outputBuffer[4] |
| Pre-Place Util | 0.507 |
| Die area | between 90000 and 100000 sq um |
| Synth warn | 11 |
| Max-cap check violation count | 0 |
| Crit path DAT | roughly 4 ns |
| Post-synth seq share | 0.685 |
| Hold Path End | readLocation[1] |
| Peak fanout along the critical path | 45 |
| Share of layout cells above drive strength 1 | 0.0969 |
| Io pins | 32 |
timing repair:
action | 4_1_cts | 5_1_grt
gates resized | 1 | 8
gates cloned | 0 | 4
pin swaps | 0 | 2
setup endpoints to repair | 1 | 6
setup buffers | 0 | 6
layer usage:
metal / global-route usage / part of all wire
met1: 0.448 / 0.36
met2: 0.436 / 0.45
met3: 0.203 / 0.17
met4: 0.0719 / 0.029
met5: 0.00724 / 0.00071
metrics by stage:
stage	cell area (sq um)	setup WS (ns)	power [mW]	util
floorplan	46000	1.02	12.2	-
global placement	48400	0.250	12.2	0.534
detailed placement	48400	0.230	12.2	0.534
CTS	51800	0.0945	21.9	0.572
global route	52000	0.00131	22.3	0.574
finish	52000	0.186	21.7	0.574
power by group:
group | internal (mW) | switching [mW]
Combinational | 0.000884 | 0.00170
Sequential | 12.0 | 0
Clock | 5.60 | 4.18
Total | 17.6 | 4.18
worst max-delay path by stage:
stage | startpoint | depth (start not counted) | endpoint | slack, ns
4_1_cts | writeLocation[0] | 13 | outputBuffer[7] | 0.09
5_1_grt | writeLocation[2] | 13 | outputBuffer[8] | 0.001
6_report | writeLocation[0] | 14 | outputBuffer[4] | 0.19
worst max-delay path: stages (launching register included):
cell	delay [ns]
edfxtp_1	0.47
inv_2	0.15
ha_1	0.25
nor3_1	0.20
o2111a_2	0.34
xnor2_4	0.15
buf_12	0.15
buf_12	0.17
buf_16	0.25
mux2i_1	0.25
a32oi_1	0.08
nand4_1	0.11
buf_4	0.13
nand4_1	0.22
mux2_2	0.34
kinds of logic after synthesis:
kind of cell               after synthesis  synth area share
AOI/OAI and AO/OA                      154            0.0285
xor gates and xnor gates                16           0.00321
adders and majority gates               15           0.00409
buffers and inverters                  381            0.0339
DFF                                   1057             0.685
muxes                                  146            0.0322
other                                    1         0.0000816
and+or+nand+nor                       2379             0.213
cell usage after synthesis, drive strengths merged, types with 5 or more instances:
cell type  count  area, sq um
nor2        1051         3950
edfxtp      1030        30900
nand2        853         3200
clkbuf       274         1030
nand3        268         1340
nand4        160         1000
mux2i        130         1300
a32oi        128         1120
buf           92          468
dfxtp         27          541
mux2          16          180
ha            15          188
inv           14         52.6
nor3          14         70.1
xnor2         11          104
a21oi          6         30.0
and3           6         37.5
nand2b         6         37.5
a211oi         5         37.5
and2           5         31.3
xor2           5         43.8
cell type report:
cell class | count | share of cell area
tap | 1176 | 0.0283
multi-input combinational | 2719 | 0.253
inverter | 15 | 0.00132
timing repair buffer | 216 | 0.0458
sequential | 1057 | 0.605
timing repair inverter | 2 | 0.000337
clock buffer | 148 | 0.0574
clock inverter | 54 | 0.00830
flip-flops by register name, summed over array words and instances (netlist names):
signal         flops
buffer          1024
outputBuffer      16
readLocation       6
rpi_interrupt      1
serialBit          4
writeLocation      6
No activity file was given, so power comes from the tool's default toggle rates.
